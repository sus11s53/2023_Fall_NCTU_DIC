[design/flow/config.mk]
export PLATFORM = sky130hd
export DESIGN_NAME = Comparator
export DESIGN_NICKNAME = Comparator
export VERILOG_FILES = /design/flow/design.v
export SDC_FILE = /design/flow/constraint.sdc
export NUM_CORES = 4
export LEC_CHECK = 1
export CORE_AREA = 10 10 95 95
export DIE_AREA = 0 0 105 105
[design/flow/constraint.sdc]
current_design Comparator

set clk_period 2.6
set clk_io_pct 0.2

create_clock -name clk0 -period $clk_period

set non_clock_inputs [all_inputs -no_clocks]
set_input_delay [expr $clk_period * $clk_io_pct] -clock clk0 $non_clock_inputs
set_output_delay [expr $clk_period * $clk_io_pct] -clock clk0 [all_outputs]
[design/flow/design.v]
module Comparator(
	A,
	B,	
	Out
    );
input[63:0]A;
input[63:0]B;
output reg Out;
always@(*)
begin
	if(A == B)
		Out = 1'd1;
	else
		Out = 1'd0;
end
endmodule
[design/flow/run.sh]
#!/bin/bash
# OpenROAD 26Q1-2900-gdf79404cd8, Yosys 0.63+post, stock flow scripts
make -C /OpenROAD-flow-scripts/flow DESIGN_CONFIG=/design/flow/config.mk WORK_HOME=/design/flow/orfs finish
==> GITHUB_STEP_SUMMARY <==
## Synthesis and layout report

| Metric | Value |
|---|---|
| Die width | 105 um |
| # setup viols final | 0 |
| Post-layout util | 31.7% |
| Most frequent cells in the layout | clkdlybuf4s50_1, xor2_1, dlymetal6s2s_1, nor4_1, nor4_2 |
| VDD IR max | 0.0373 mV |
| GRT Overall Usage | 6.80% |
| Max Cap Violations | 0 |
| Area Growth Syn to Fin | 214% |
| DRT Pass-1 Iters | 2 |
| Slew margin rel. | 82.8% |
| Tightest Pin Transition | 0.255 ns |
| Remaining antenna violation count | 0 |
| Post-placement cell area | 2110 um2 |
| Syn_area_per_cell | 8.21 um2 |
| Initial antenna violation count | 0 |
| Fin crit period | 2.50 ns |
| CP Max Fanout | 1 |
| Storage cell area | 0 um2 |
| Dpl cells | 310 |
| Post-CTS setup buffers | 0 |
| First-pass GRT wire length | 6.09 mm |
| Vias in the first global route | 1229 |
| Status | complete, no violations |
| Leading area contributor after synthesis | xor2_1 |
| Gpl congestion | 0.781 |
| Top cell area share | 80.3% |
| Max Slew Vio Count | 0 |
| OpenROAD warning count | 32 |
| Iter 0 DRT Violations | 13 |
| LEAKAGE | 0.000958 uW |
| Post-synth seq share | 0% |
| # DRC | 0 |
| Cycle use final | 96.2% |
| Yosys warns | 1 |
| Layout Cells excl Fill | 310 |
| Share of cells above drive strength 1 | 4.21% |
| Drt total wl | 4.08 mm |
| Mapped Area | 698 um2 |
| Rows | 30 |
| Pin count of the biggest net entering global routing | 2 |
| Crit Path Category | in2out |
| Final TNS setup | 0 ns |
| Floorplan core density | 10.1% |
| Req. time, crit path | 2.08 ns |
| Hold buffers post-CTS | 0 |
| IO Pins | 129 |
| Logic area | 742 um2 |
| CP Launch Type | input port |
| CP Capture Type | output pin |
| Distinct lib cells | 4 |
| DR vias/cell | 3.42 |
| Final instance area | 2190 um2 |
| Count of flip-flops and latches | 0 |
| Synth Instances | 85 |
| FILL cells | 723 |
| Synth top area cells | xor2_1, nor4_1, nand4_1 |
| Crit path DAT | 1.98 ns |
| Chip Area, Yosys | 698 um2 |
| Fmax | 400 MHz |
| PD cells | 133 nW/um2 |
| Final hold violations | 0 |
| I/O Buffers | 129 |
| GRT overflow | 0 |
| Ant. Diodes | 0 |
| Die area | 11000 um2 |
| # Cells Yosys | 85 |
| Top logic cell by instance count in the layout | clkdlybuf4s50_1 |
| Die height | 105 um |
| Detail Placement HPWL | 3.89 mm |
| Clock buffer count | 0 |
| Routed WL per cell | 13.2 um |
| Hold Path Class | in2out |
| Vias after detailed routing | 1059 |
| Core Region | 6910 um2 |
[worst max-delay path, stage by stage]
cell and delay, ns:
clkdlybuf4s50_1 0.41, xor2_1 0.17, nor4_1 0.28, nand4_1 0.17
nor4_2 0.28, buf_2 0.15
[report_power, final]
part | internal [uW] | switching (uW)
logic | 210 | 81.2
registers | 0 | 0
clock network | 0 | 0
[layout make-up]
type / instances / area share, %
Multi-Input combinational cell: 85 / 33.8
Tap cell: 96 / 5.48
Timing Repair Buffer: 129 / 60.7
[worst paths after layout]
kind                  startpoint   to  slack (ns)  cells past startpoint
worst min-delay path       B[54]  Out        1.63                      6
worst max-delay path       A[11]  Out         0.1                      6
[cells in the mapped netlist]
master,count
nor4_1,16
nand4_1,4
xor2_1,64
nor4_2,1
[metrics by stage]
| step | hold slack (ns) | setup slack [ns] | total power [uW] |
|---|---|---|---|
| after detailed placement | 2.24 | -0.455 | 287 |
| after CTS | 1.77 | 0.00864 | 293 |
| final | 1.63 | 0.0976 | 291 |
| after global routing | 1.70 | -0.0140 | 315 |
| after global placement | 2.25 | -0.438 | 285 |
| after floorplan | 1.30 | 0.822 | 69.7 |
[layer usage]
layer | wire, um | global-route usage [%] | part of all wire [%]
met1 | 1550 | 7.48 | 38
met2 | 2110 | 12.5 | 52
met3 | 399 | 2.61 | 9.8
met4 | 21 | 0.392 | 0.52
met5 | 0 | 0 | 0
[repair_timing]
item,in CTS,in global routing
gates resized,7,22
setup endpoints to repair,1,1
cloned,0,0
pin swaps,7,19
[kinds of logic (layout without fill, tap and decap cells)]
kind of cell / count (synthesis) / after routing / synth area share, %
buffers and inverters: 0 / 129 / 0
AND/OR/NAND/NOR: 21 / 21 / 19.7
XOR/XNOR: 64 / 64 / 80.3
Power figures rest on the tool's default switching activity, not on a simulated workload.
