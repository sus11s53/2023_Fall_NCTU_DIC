## config.mk

```make
export PLATFORM = sky130hd
export DESIGN_NAME = Convolution_with_pipeline
export DESIGN_NICKNAME = Convolution_with_pipeline
export VERILOG_FILES = /design/flow/design.v
export SDC_FILE = /design/flow/constraint.sdc
export NUM_CORES = 4
export LEC_CHECK = 1
export CORE_UTILIZATION = 50
```

## constraint.sdc

```tcl
current_design Convolution_with_pipeline

set clk_period 176.4
set clk_io_pct 0.2

create_clock -name clk0 -period $clk_period [get_ports {clk}]

set non_clock_inputs [all_inputs -no_clocks]
set_input_delay [expr $clk_period * $clk_io_pct] -clock clk0 $non_clock_inputs
set_output_delay [expr $clk_period * $clk_io_pct] -clock clk0 [all_outputs]
```

## design.v

```verilog
module Convolution_with_pipeline(
clk,
rst_n,
in_valid,
weight_valid,
In_IFM_1,
In_Weight_1,
out_valid, 
Out_OFM	
);
input clk, rst_n, in_valid, weight_valid;
input [15:0]In_IFM_1;		
input [15:0]In_Weight_1;
output reg out_valid;
output reg[35:0] Out_OFM;
reg [15:0]IFM_Buffer[0:6][0:6] ;    
reg [15:0]Weight_Buffer[0:2][0:2];   
integer i , j ;
wire [7:0] index_conv;
reg [5:0] cnt , cnt_out , cnt_standby , cnt_pip;
reg [5:0] cnt_row , cnt_col;
reg [5:0] cnt_row_comp , cnt_col_comp;
reg [5:0] cnt_row_weight , cnt_col_weight;
reg [5:0] STATE , NEXT;
parameter ZERO = 'd0;
parameter STORE = 'd1;
parameter STANDBY = 'd2;
parameter PIP = 'd3;
parameter OUT = 'd4;
wire [35:0] convolution [0:2];
reg [35:0] result [0:2][0:24];
wire [35:0] add_result;
reg [35:0] add_reg [0:24];
always@(posedge clk or negedge rst_n) begin
	    if(!rst_n) STATE <= ZERO;
	    else STATE <= NEXT;
end
always@(*)begin
    case(STATE)
        ZERO:begin
            if(in_valid) NEXT = STORE;
            else NEXT = ZERO;
        end
		STORE:begin
    		if(!in_valid) NEXT = STANDBY;
            else NEXT = STORE;
        end
        STANDBY:begin
			if(cnt_standby == 30) NEXT = PIP;
            else NEXT = STANDBY;
        end
		PIP:begin
			if(cnt_pip == 30) NEXT = OUT;
			else NEXT = PIP;
		end
        OUT:begin
            if(cnt_out == 24) NEXT = ZERO;
            else NEXT = OUT;
        end
        default: NEXT = STATE;
    endcase
end
always@(posedge clk or negedge rst_n) begin
	if(!rst_n) begin
		for (i = 0; i < 7; i = i + 1) begin 
			for( j = 0; j < 7; j = j + 1) begin	
				IFM_Buffer[i][j] <= 0;
			end
		end
	end
	else if (in_valid) IFM_Buffer[cnt_row][cnt_col] <= In_IFM_1;
end
always@(posedge clk or negedge rst_n) begin
	if(!rst_n) begin
		for (i = 0; i < 3; i = i + 1) begin 
			for( j = 0; j < 3; j = j + 1) begin	
				Weight_Buffer[i][j] <= 0;
			end
		end
	end
	else if (weight_valid) Weight_Buffer[cnt_row_weight][cnt_col_weight] <= In_Weight_1;
end
always@(posedge clk or negedge rst_n) begin
	if(!rst_n) begin
		cnt_col <= 0;
	end
	else if(cnt_col == 6)
		cnt_col <= 0;
	else if(in_valid)
		cnt_col <= cnt_col + 1;
	else 
		cnt_col <= 0;
end
always@(posedge clk or negedge rst_n) begin
	if(!rst_n) begin
		cnt_row <= 0;
	end
	else if(cnt_row == 6 && cnt_col == 6 )
		cnt_row <= 0;
	else if(cnt_col == 6)
		cnt_row <= cnt_row + 1;
end
always@(posedge clk or negedge rst_n) begin
	if(!rst_n) begin
		cnt_col_weight <= 0;
	end
	else if(cnt_col_weight == 2)
		cnt_col_weight <= 0;
	else if(weight_valid)
		cnt_col_weight <= cnt_col_weight + 1;
	else 
		cnt_col_weight <= 0;
end
always@(posedge clk or negedge rst_n) begin
	if(!rst_n) begin
		cnt_row_weight <= 0;
	end
	else if (cnt_row_weight == 2 && cnt_col_weight == 2)
		cnt_row_weight <= 0;
	else if(cnt_col_weight == 2)
		cnt_row_weight <= cnt_row_weight + 1;
end
always@(posedge clk or negedge rst_n) begin
	if(!rst_n) begin
		cnt_col_comp <= 0;
	end
	else if(cnt_col_comp == 4)
		cnt_col_comp <= 0;
	else if(STATE == STANDBY)
		cnt_col_comp <= cnt_col_comp + 1;
	else 
		cnt_col_comp <= 0;
end
always@(posedge clk or negedge rst_n) begin
	if(!rst_n) begin
		cnt_row_comp <= 0;
	end
	else if(cnt_row_comp == 4 && cnt_col_comp == 4 )
		cnt_row_comp <= cnt_row_comp;
	else if(cnt_col_comp == 4)
		cnt_row_comp <= cnt_row_comp + 1;
	else if(STATE == ZERO)
		cnt_row_comp <= 0;
	else 
		cnt_row_comp <= cnt_row_comp;
end
assign convolution [0] = IFM_Buffer[cnt_row_comp 	][cnt_col_comp] * Weight_Buffer [0][0] + IFM_Buffer[cnt_row_comp 	][cnt_col_comp + 1] * Weight_Buffer [0][1] + IFM_Buffer[cnt_row_comp 	][cnt_col_comp + 2] * Weight_Buffer [0][2];
assign convolution [1] = IFM_Buffer[cnt_row_comp + 1][cnt_col_comp] * Weight_Buffer [1][0] + IFM_Buffer[cnt_row_comp + 1][cnt_col_comp + 1] * Weight_Buffer [1][1] + IFM_Buffer[cnt_row_comp + 1][cnt_col_comp + 2] * Weight_Buffer [1][2];
assign convolution [2] = IFM_Buffer[cnt_row_comp + 2][cnt_col_comp] * Weight_Buffer [2][0] + IFM_Buffer[cnt_row_comp + 2][cnt_col_comp + 1] * Weight_Buffer [2][1] + IFM_Buffer[cnt_row_comp + 2][cnt_col_comp + 2] * Weight_Buffer [2][2];
assign index_conv = 5 * cnt_row_comp + cnt_col_comp;
always@(posedge clk or negedge rst_n) begin
	if(!rst_n) begin
		for (i = 0; i < 3; i = i + 1) begin 
			for (j = 0; j < 25; j = j + 1) begin 
				result[i][j] <= 0;
			end
		end
	end
	else if (STATE == STANDBY) begin 
		result[0][index_conv] <= convolution [0];
		result[1][index_conv] <= convolution [1];
		result[2][index_conv] <= convolution [2];
	end
	else if (STATE == ZERO) begin
		for (i = 0; i < 3; i = i + 1) begin 
			for (j = 0; j < 25; j = j + 1) begin 
				result[i][j] <= 0;
			end
		end
	end
	else begin
		for (i = 0; i < 3; i = i + 1) begin 
			for (j = 0; j < 25; j = j + 1) begin 
				result[i][j] <= result[i][j];
			end
		end
	end
end
assign add_result = result[0][cnt_pip] + result[1][cnt_pip] + result[2][cnt_pip];
always@(posedge clk or negedge rst_n) begin
	if(!rst_n) begin
		cnt_pip <= 0;
	end
	else if(STATE == PIP) cnt_pip <= cnt_pip + 1;
	else if(NEXT == ZERO) cnt_pip <= 0;
	else cnt_pip <= cnt_pip;
end
always@(posedge clk or negedge rst_n) begin
	if(!rst_n) begin 
		for (j = 0; j < 25; j = j + 1) begin 
			add_reg[j] <= 0;
		end
	end
	else if (STATE == PIP) begin 
		add_reg [cnt_pip] <= add_result;
	end
	else if (STATE == ZERO) begin
		for (j = 0; j < 25; j = j + 1) begin 
			add_reg[j] <= 0;
		end
	end
	else begin
		for (j = 0; j < 25; j = j + 1) begin 
			add_reg[j] <= add_reg[j];
		end
	end
end
always@(posedge clk or negedge rst_n) begin
	if(!rst_n) begin
		cnt_standby <= 0;
	end
	else if(STATE == STANDBY) cnt_standby <= cnt_standby + 1;
	else if(NEXT == ZERO) cnt_standby <= 0;
	else cnt_standby <= cnt_standby;
end
always@(posedge clk or negedge rst_n) begin
	if(!rst_n) begin
		cnt_out <= 0;
	end
	else if(STATE == OUT) cnt_out <= cnt_out + 1;
	else cnt_out <= 0;
end
always@(posedge clk or negedge rst_n) begin
	if(!rst_n) begin
		out_valid <= 0;
	end
	else if (STATE == OUT) out_valid <= 1;
	else out_valid <= 0;
end
always@(posedge clk or negedge rst_n) begin
	if(!rst_n) begin
		Out_OFM <= 0;
	end
	else if (STATE == OUT) Out_OFM <= add_reg[cnt_out];
	else Out_OFM <= 0;
end
endmodule
```

## run.sh

```bash
#!/bin/bash
# OpenROAD 26Q1-2900-gdf79404cd8, Yosys 0.63+post, stock flow scripts
make -C /OpenROAD-flow-scripts/flow DESIGN_CONFIG=/design/flow/config.mk WORK_HOME=/design/flow/orfs finish
```

==> impl_results.rst <==
Implementation results
======================

.. list-table::
   :header-rows: 1

   * - Metric
     - Value
   * - Port-buffer cells
     - 72
   * - Count of standard-cell rows
     - 322
   * - Cts bufs inserted
     - 525
   * - Yosys synthesis chip area
     - 0.387 mm2
   * - Dominant register cell
     - sky130_fd_sc_hd__dfrtp_1
   * - Synthesis-stage register bit count
     - 4474
   * - Placed wire-length estimate
     - 2540 mm
   * - Effective utilization at floorplan
     - 50.2%
   * - Distinct cell type count of the synthesized netlist
     - 98
   * - Pin count of the biggest net entering global routing
     - 137
   * - Setup Fix Bufs, Post-CTS
     - 0
   * - Synthesized instance count
     - 46300
   * - Worst-case clock buffer depth
     - 4
   * - Post-Synthesis Cell Area
     - 0.387 mm2
   * - Result of the run
     - aborted with a tool error
   * - Sinks on Clock Net
     - 4474
   * - CTS H-tree depth
     - 6
   * - Routability Congestion
     - 1.62
   * - Floorplan die width
     - 881 um
   * - Number of flops mapped to enable cells by yosys
     - 0
   * - Cells in synth_stat.txt
     - 46300
   * - Tool error message
     - [ERROR GRT-0229] Vertical edge usage exceeds the maximum allowed. (60, 45) usage=65535 limit=2200
   * - Top-Level Pins
     - 73
   * - Count of warnings emitted by yosys
     - 5
   * - Number of resized instances in the post-cts repair step
     - 0
   * - Proportion of synthesized flip-flops having asynchronous set or reset
     - 100%
   * - Post-synth seq share
     - 29.0%
   * - Post-synthesis average cell area
     - 8.34 um2
   * - Placement-stage worst setup slack
     - 135.72 ns
   * - Hold_buf cts
     - 0
   * - Root buffer cell
     - sky130_fd_sc_hd__clkbuf_16
   * - Overall die height
     - 881 um
   * - Last stage reached
     - global routing
cells by family after synthesis:
| group | share of synthesized area, % |
|---|---|
| fa+ha+maj | 14.5 |
| xor+xnor | 0.743 |
| mux | 3.74 |
| simple gates | 14.7 |
| buf+inv | 7.84 |
| flops | 29.0 |
| compound gates | 29.5 |
Yosys cell counts, types with 970 or more instances:
master | instances | area, um2
sky130_fd_sc_hd__nand2_1 | 6255 | 23500
sky130_fd_sc_hd__a221oi_1 | 1151 | 10100
sky130_fd_sc_hd__a21oi_1 | 2060 | 10300
sky130_fd_sc_hd__nand3_1 | 970 | 4850
sky130_fd_sc_hd__nor2_1 | 2078 | 7800
sky130_fd_sc_hd__mux2_2 | 1016 | 11400
sky130_fd_sc_hd__ha_1 | 985 | 12300
sky130_fd_sc_hd__fa_1 | 2188 | 43800
sky130_fd_sc_hd__clkbuf_1 | 4755 | 17800
sky130_fd_sc_hd__o211ai_1 | 1085 | 8150
sky130_fd_sc_hd__dfrtp_1 | 4473 | 112000
sky130_fd_sc_hd__inv_1 | 2626 | 9860
sky130_fd_sc_hd__a22oi_1 | 2644 | 19800
sky130_fd_sc_hd__o21ai_0 | 4188 | 21000
sky130_fd_sc_hd__a22o_1 | 1663 | 14600
through the flow:
step                      instances  util [%]  area [um2]
after global placement        55000      54.4      419000
after floorplan               46300         -      387000
after detailed placement      55000      54.4      419000
after CTS                     56000      56.7      437000
