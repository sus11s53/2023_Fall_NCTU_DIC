==> ./design.v <==
module Adder_4bit(
	A,	
	B,
	Output
    );
input [3:0]A;
input [3:0]B;
output wire [4:0]Output;
assign Output = A + B;
endmodule
==> ./constraint.sdc <==
current_design Adder_4bit

set clk_period 1.9
set clk_io_pct 0.2

create_clock -name clk0 -period $clk_period

set non_clock_inputs [all_inputs -no_clocks]
set_input_delay [expr $clk_period * $clk_io_pct] -clock clk0 $non_clock_inputs
set_output_delay [expr $clk_period * $clk_io_pct] -clock clk0 [all_outputs]
==> ./run.sh <==
#!/bin/bash
# OpenROAD 26Q1-2900-gdf79404cd8, Yosys 0.63+post, stock flow scripts
make -C /OpenROAD-flow-scripts/flow DESIGN_CONFIG=/design/flow/config.mk WORK_HOME=/design/flow/orfs finish
==> ./config.mk <==
export PLATFORM = sky130hd
export DESIGN_NAME = Adder_4bit
export DESIGN_NICKNAME = Adder_4bit
export VERILOG_FILES = /design/flow/design.v
export SDC_FILE = /design/flow/constraint.sdc
export NUM_CORES = 4
export LEC_CHECK = 1
export CORE_AREA = 10 10 70 70
export DIE_AREA = 0 0 80 80
==> impl_metrics.tcl <==
# metrics dict for downstream scripts
set metrics [dict create \
    register_area_um2 0 \
    fa_ha_area_frac 0.514 \
    placed_area_um2 324 \
    drive_above_1_share 0.448 \
    synth_area_leader_cell "ha_1" \
    yosys_warnings 0 \
    whs_ps 1350 \
    design_area_um2 344 \
    route.detailed.drc 0 \
    irDropWorstVdd_mv 0.0356 \
    netlist_logic_family_top "adder cells" \
    p_int_mw 0.0492 \
    hold_violations 0 \
    finalClockPeriodUsage 0.968 \
    slew_headroom 0.902 \
    setup_viol 0 \
    stdcell_count 75 \
    diodes 0 \
    ys_sh_aoi 0.156 \
    yosys.stat.seqShare 0 \
    fin_util 0.101 \
    maxCapViolCount 0 \
    area_growth_pct 152 \
    post-place-ws_ps -780 \
    placed_cells 75 \
    top_area_frac 0.367 \
    seq_power_share 0 \
    num_rows 21 \
    cp_data_required_time_ps 1520 \
    arrival_ps 1460 \
    clock_buffers 0 \
    netlist_area_um2 136 \
    dieArea_mm2 0.00640 \
    layout_setup_ws_ps 60.3 \
    gr-total-overflow 0 \
    synthTopCellsByArea "ha_1, fa_1, xnor2_1" \
    synthTopCellsByCount "ha_1, inv_1, xnor2_1" \
    clock.fmax_mhz 544 \
    period_needed_ps 1840 \
    power.density_mw_per_mm2 221 \
    power_switching_mw 0.0268 \
    switching_share 0.352 \
    fp.dieH_um 80 \
    ys_cells 16 \
    power_mw 0.0760 \
    yosys.area_share.simple 0.0917 \
    gp_congestion 0.771 \
    min-delay-start "B[2]" \
    mux_share 0 \
    synth_area_per_cell_um2 8.52 \
    warning_count 32 \
    num_vias 156 \
    run_status "completed" \
    antenna_found_initial 0 \
    worstMarginPinSlew_ps 146 \
    grt_pass1_vias 165 \
    ant_nets 0 \
    grt_pass1_wl_um 814 \
    core-area_mm2 0.00342 \
    synth_xor_xnor_area_share 0.128 \
    first_pass_iters 1 \
    grt_max_degree 4 \
    wire_per_inst_um 7.28 \
    worstSetupStartpoint "A[0]" \
    cp-start-kind "primary input" \
    port_buffers 13 \
    synth.distinct_cells 9 \
    crit_type "in -> out" \
    synth_chip_area_um2 136 \
    fp_util 0.0399 \
    track_usage 0.0157 \
    critPathMaxFanout 2 \
    wl_um 546 \
    fin_tns_setup_ps 0 \
    slew_violations 0 \
    timing.hold.worst.class "in -> out" \
    power.leakage_nw 0.138 \
    ios 13 \
    flops 0 \
    clkPwrFrac 0 \
    comb_power_share 1.000 \
    endpoint "Output[1]" \
    postSynthCellCount 16 \
    rsz0062_at_grt "false" \
    dieWidth_um 80 \
    drt_iter0_drc 0 \
    cp-end-kind "primary output" \
    hpwlAfterDp_um 482 \
    drt-vias-per-instance 2.08 \
]
logic make-up (layout without fill, tap and decap cells):
| group | count (synthesis) | after routing |
|---|---|---|
| fa+ha+maj | 5 | 5 |
| buf+inv | 4 | 17 |
| compound gates | 3 | 3 |
| xor+xnor | 2 | 2 |
| simple gates | 2 | 2 |
critical path, cell delays in order:
cell and delay (ps):
buf_4 100, ha_4 130, inv_2 40, fa_2 540
inv_1 30, dlygate4sd2_1 230
timing repair:
action	in CTS	in global routing
gates resized	27	6
pin swaps	6	3
buffers inserted	0	0
setup endpoints to repair	5	1
hold buffers	0	0
metal layers:
layer / global-route usage / part of all wire / up-vias / wire [um]
met5: 0 / 0 / - / 0
met4: 0 / 0 / 0 / 0
met3: 0.0136 / 0.24 / 0 / 133
met2: 0.0201 / 0.31 / 11 / 168
met1: 0.0205 / 0.45 / 68 / 245
li1: - / - / 77 / -
final cells by class:
cell class                      count  area [um^2]
Inverter                            4         15.0
Tap cell                           46         57.6
Timing Repair Buffer               13          108
Fill cell                         402         3070
Multi-Input combinational cell     12          164
worst min-delay path by stage:
stage                 depth (start not counted)        end
final                                         5  Output[4]
after CTS                                     5  Output[3]
after global routing                          5  Output[1]
cells in the final DEF (no fill, tap or decap):
cell / instances
xnor2_1: 2
o21ai_1: 1
ha_4: 3
clkdlybuf4s50_1: 3
buf_4: 1
ha_1: 1
buf_6: 1
clkbuf_2: 2
inv_1: 2
a21o_1: 1
fa_2: 1
dlygate4sd2_1: 5
a21oi_2: 1
inv_2: 2
nor2b_2: 1
nand2b_1: 1
buf_2: 1
power by group through the flow:
stage / Combinational, mW / Sequential (mW) / Clock, mW
4_1_cts: 0.0755 / 0 / 0
6_report: 0.0760 / 0 / 0
5_1_grt: 0.0869 / 0 / 0
No activity file was given, so power comes from the tool's default toggle rates.
